### flow/run.sh
#!/bin/bash
# OpenROAD 26Q1-2900-gdf79404cd8, Yosys 0.63+post, stock flow scripts
make -C /OpenROAD-flow-scripts/flow DESIGN_CONFIG=/design/flow/config.mk WORK_HOME=/design/flow/orfs finish
### flow/config.mk
export PLATFORM = sky130hd
export DESIGN_NAME = fpmul_seq
export DESIGN_NICKNAME = fpmul_seq
export VERILOG_FILES = /design/flow/design.v
export SDC_FILE = /design/flow/constraint.sdc
export NUM_CORES = 4
export LEC_CHECK = 1
export CORE_UTILIZATION = 30
### flow/constraint.sdc
current_design fpmul_seq

set clk_period 28.0
set clk_io_pct 0.2

create_clock -name clk0 -period $clk_period [get_ports {clk}]

set non_clock_inputs [all_inputs -no_clocks]
set_input_delay [expr $clk_period * $clk_io_pct] -clock clk0 $non_clock_inputs
set_output_delay [expr $clk_period * $clk_io_pct] -clock clk0 [all_outputs]
### flow/design.v
`timescale 1ns / 1ps
module fpmul_seq(clk, A, B, O);
  input [31:0] A, B;
  input clk;
  output [31:0] O;
  wire a_sign;
  wire b_sign;
  wire [7:0] a_exponent;
  wire [7:0] b_exponent;
  wire [23:0] a_mantissa;
  wire [23:0] b_mantissa;
  wire [31:0] O;
  reg o_sign;
  reg [7:0]  o_exponent;
  reg [24:0] o_mantissa;  
  wire [31:0] multiplier_a_in;
  wire [31:0] multiplier_b_in;
  wire [31:0] multiplier_out;
  assign O[31] = o_sign;
  assign O[30:23] = o_exponent;
  assign O[22:0] = o_mantissa[22:0];
  assign a_sign = A[31];
  assign a_exponent[7:0] = A[30:23];
  assign a_mantissa[23:0] = {1'b1, A[22:0]};
  assign b_sign = B[31];
  assign b_exponent[7:0] = B[30:23];
  assign b_mantissa[23:0] = {1'b1, B[22:0]};
	gMultiplier M1 (
		.a(multiplier_a_in),
		.b(multiplier_b_in),
		.out(multiplier_out)
	);
  assign multiplier_a_in = A;  
  assign multiplier_b_in = B;  
  always @ (posedge clk) begin  
    if (a_exponent == 255 && a_mantissa != 0) begin
      o_sign = a_sign;
      o_exponent = 8'hFF;
      o_mantissa = a_mantissa;
	end else if (b_exponent == 255 && b_mantissa != 0) begin
	  o_sign = b_sign;
	  o_exponent = 8'hFF;
	  o_mantissa = b_mantissa;
	end else if ((a_exponent == 0) && (a_mantissa == 0) || (b_exponent == 0) && (b_mantissa == 0)) begin
	  o_sign = a_sign ^ b_sign;
	  o_exponent = 0;
	  o_mantissa = 0;
	end else if ((a_exponent == 255) || (b_exponent == 255)) begin
	  o_sign = a_sign;
	  o_exponent = 8'hFF;
	  o_mantissa = 0;
	end else if (A == 'd0 && B == 'd0) begin
	  o_sign = 0;
	  o_exponent = 0;
	  o_mantissa = 0;
	end else begin  
	  o_sign = multiplier_out[31];
	  o_exponent = multiplier_out[30:23];
	  o_mantissa = multiplier_out[22:0]; 
    end
  end
endmodule
module gMultiplier(a, b, out);
  input  [31:0] a, b;
  output [31:0] out;
  wire [31:0] out;
	reg a_sign;
  reg [7:0] a_exponent;
  reg [23:0] a_mantissa;
	reg b_sign;
  reg [7:0] b_exponent;
  reg [23:0] b_mantissa;
  reg o_sign;
  reg [7:0] o_exponent;
  reg [24:0] o_mantissa;
	reg [47:0] product;
  assign out[31] = o_sign;
  assign out[30:23] = o_exponent;
  assign out[22:0] = o_mantissa[22:0];
	reg  [7:0] i_e;
	reg  [47:0] i_m;
	wire [7:0] o_e;
	wire [47:0] o_m;
	multiplication_normaliser norm1
	(
		.in_e(i_e),
		.in_m(i_m),
		.out_e(o_e),
		.out_m(o_m)
	);
  always @ ( * ) begin
		a_sign = a[31];
		if(a[30:23] == 0) begin
			a_exponent = 8'b00000001;
			a_mantissa = {1'b0, a[22:0]};
		end else begin
			a_exponent = a[30:23];
			a_mantissa = {1'b1, a[22:0]};
		end
		b_sign = b[31];
		if(b[30:23] == 0) begin
			b_exponent = 8'b00000001;
			b_mantissa = {1'b0, b[22:0]};
		end else begin
			b_exponent = b[30:23];
			b_mantissa = {1'b1, b[22:0]};
		end
    o_sign = a_sign ^ b_sign;
    o_exponent = a_exponent + b_exponent - 127;
    product = a_mantissa * b_mantissa;
    if(product[47] == 1) begin
      o_exponent = o_exponent + 1;
      product = product >> 1;
    end else if((product[46] != 1) && (o_exponent != 0)) begin
      i_e = o_exponent;
      i_m = product;
      o_exponent = o_e;
      product = o_m;
    end
		o_mantissa = product[46:23];
	end
endmodule
module multiplication_normaliser(in_e, in_m, out_e, out_m);
  input [7:0] in_e;
  input [47:0] in_m;
  output [7:0] out_e;
  output [47:0] out_m;
  wire [7:0] in_e;
  wire [47:0] in_m;
  reg [7:0] out_e;
  reg [47:0] out_m;
  always @ ( * ) begin
	  if (in_m[46:41] == 6'b000001) begin
			out_e = in_e - 5;
			out_m = in_m << 5;
		end else if (in_m[46:42] == 5'b00001) begin
			out_e = in_e - 4;
			out_m = in_m << 4;
		end else if (in_m[46:43] == 4'b0001) begin
			out_e = in_e - 3;
			out_m = in_m << 3;
		end else if (in_m[46:44] == 3'b001) begin
			out_e = in_e - 2;
			out_m = in_m << 2;
		end else if (in_m[46:45] == 2'b01) begin
			out_e = in_e - 1;
			out_m = in_m << 1;
		end
  end
endmodule
==> results.toml <==
# yosys + openroad results
[timing]
finalClockPeriodUsage_pct = 48.8
fmax_ghz = 0.0732
final-hold-violation-count = 0
rsz0062_at_grt = "no"
unconstrained_endpoints = 68
finalSetupViolCount = 0
holdWs_ns = 6.17
worst_slew_pin_slew_ns = 0.840
finalWorstPathRequiredPeriod_ns = 13.66
number_of_register_pins_that_no_clock_reaches = 68
final-max-slew-violation-count = 0
setup_tns_ns = 0
slew_headroom_pct = 43.2

[global_routing]
number_of_global_route_vias_before_repair = 18700
grt_overflow = 0
grt_usage_pct = 17.1
initial_antenna_violation_count = 0
largest_net_degree_at_the_start_of_global_routing = 43
grt_pass1_wl_mm = 102

[yosys]
ys_chip_area_um2 = 23300
postSynthRegisterBits = 100
yosysTopAreaCellShare_pct = 41.3
syn-instance-count = 2721
synth.avg_cell_area_um2 = 8.58
ys_cells = 2721
yosys-top-cells-area = "fa_1, ha_1, inv_1"
dominantRegCellSynth = "dlxtn_1"
synth-warning-count = 3
synth.largest_area_cell = "fa_1"
netlist-cell-type-count = 80
synth-edff-count = 0
cell_area_after_synthesis_um2 = 23300
async_reset_ff_share_pct = 0

[die]
core-area_um2 = 76500
die.size.y_um = 281
placementRows = 101
fp_util_pct = 30.5
dieWidth_um = 281
boundaryPins = 97
design.die.area_um2 = 79000

[detailed_routing]
detailedRoute.firstIterationViolations = 873
drt_pre_antenna_iters = 8
route.detailed.drc = 0
detail_route.wl_per_cell_um = 16.4
routed_via_density = 4.83
final_antenna_net_count = 0
dr_total_vias = 18000
routed_wl_mm = 61.2
number_of_antenna_repair_diodes = 0

[clock_network]
tritoncts = "done"
cts-buffers-inserted = 5
cts_resized = 0
cts_hold_buf = 0
cts_post_setup_buffers_inserted = 0
cts_root_buffer = "clkbuf_16"
ctsHtreeMaxLevel = 2
clk_path_buf_depth = 2
clk_transition_reported_paths_ns = 0.05

[status]
status = "finished, final reports clean"

[place]
dp_hpwl_mm = 47.3
post_place_instance_area_um2 = 25300
portBuffers = 96
final_estimated_routing_congestion_in_global_placement = 0.928

[cells_and_area]
final_layout_top_logic_cell = "inv_1"
area_growth_syn_to_layout_pct = 9.02
drive_gt1_share_pct = 3.40
post-route-cell-area_um2 = 25500
most-common-layout-cells = "inv_1, fa_1, nand2_1"

[run]
stage_log_warnings = 32
max_cap_viol_count = 0

[setup_path]
crit_path_end_kind = "flip-flop"
cp_data_arrival_time_ns = 13.81
setup.worst_path.start_class = "primary input"
crit_type = "primary input to flip-flop"
worst-endpoint-required_ns = 28.15
critical_path_peak_fanout = 38

[hold_path]
min-delay-path-class = "primary input to flip-flop"
-- layer usage --
layer / track usage [%] / part of all wire, % / vias to the layer above
met3: 5.56 / 8.4 / 51
li1: - / - / 8316
met5: 0 / 0 / -
met1: 24.0 / 43 / 8985
met2: 27.2 / 48 / 677
met4: 1.92 / 1.4 / 0
-- worst paths after layout --
check / from / to / slack (ns) / depth (start not counted)
setup / recovery: A[28] / o_exponent[4]$_SDFF_PN1_ / 14.34 / 26
hold / removal: A[31] / o_sign$_DFF_P_ / 6.17 / 3
-- registers in the layout (all words and copies together), names as in the netlist --
| register | count |
|---|---|
| M1.norm1.out_m | 23 |
| o_exponent | 8 |
| o_mantissa | 23 |
| M1.i_e | 8 |
| o_sign | 1 |
| M1.i_m | 29 |
| M1.norm1.out_e | 8 |
-- area by class of cell --
| class | instances | area (µm²) |
|---|---|---|
| clock buffers | 6 | 129 |
| clock inverters | 1 | 5.00 |
| fillers | 7997 | 51000 |
| inverters | 528 | 1980 |
| multi-input cells | 1914 | 19000 |
| flip-flops and latches | 100 | 1660 |
| well taps | 1030 | 1290 |
| repair buffers | 155 | 1400 |
-- synth_stat cells (4+ instances only) --
master,number
inv_1,527
fa_1,482
nand2_1,443
and2_1,218
ha_1,194
clkbuf_1,162
a21oi_1,84
dlxtn_1,68
nor2_1,67
o21ai_0,62
mux2i_1,42
dfxtp_1,32
xnor2_1,27
a211oi_1,26
nor4_1,23
a21o_1,20
nand3_1,16
nand4_1,16
o211ai_1,14
xor2_1,14
nor3_1,13
a22oi_1,11
a31oi_1,10
o21ai_1,10
a222oi_1,9
and3_1,8
buf_2,7
a221o_1,6
o31ai_1,6
or3_1,6
nand2b_1,5
nor2b_1,5
o22ai_1,5
or4_1,5
buf_4,4
o21a_1,4
o21bai_1,4
-- worst max-delay path: stages --
cell             delay, ns
clkdlybuf4s50_1       0.45
nor4_1                0.40
nand2_1               0.09
buf_4                 0.24
and2_1                0.21
fa_1                  0.50
fa_1                  0.51
fa_1                  0.54
inv_1                 0.05
fa_1                  0.47
fa_1                  0.50
fa_1                  0.49
inv_1                 0.05
fa_1                  0.43
ha_1                  0.38
a21oi_1               0.22
o211ai_1              0.11
o2111ai_1             0.13
nand3_2               0.16
a221oi_2              0.59
a21oi_1               0.19
or3_1                 0.54
nor2_4                0.33
inv_2                 0.29
mux2i_1               0.22
o211ai_1              0.09
-- logic make-up (layout without fill, tap and decap cells) --
group	after synthesis	count (layout)	synth area share [%]
compound gates	307	307	8.67
xor+xnor	43	43	1.68
fa+ha+maj	676	676	51.7
buf+inv	707	690	11.6
flops	32	32	2.74
latches	68	68	4.37
mux	45	45	1.95
simple gates	843	843	17.3
-- through the flow --
step | std cells | utilization, % | setup slack [ns]
after floorplan | 2721 | - | 15.51
after global placement | 3727 | 33.1 | 14.17
after detailed placement | 3727 | 33.1 | 14.07
after CTS | 3734 | 33.3 | 14.38
after global routing | 3734 | 33.3 | 13.91
final | 3734 | 33.3 | 14.34
