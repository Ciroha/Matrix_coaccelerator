[/design/flow/design.v]
module fp_add(a, b, out);
  input [31:0] a, b;
  output [31:0] out;   
  reg a_sign;
  reg b_sign;
  reg [7:0] a_exponent;
  reg [7:0] b_exponent;
  reg [23:0] a_mantissa;
  reg [23:0] b_mantissa;   
  reg o_sign;
  reg [7:0] o_exponent;
  reg [24:0] o_mantissa; 
  reg [7:0] diff;
  reg [23:0] tmp_mantissa;
  reg [7:0] i_e;
  reg [24:0] i_m;
  wire [7:0] o_e;
  wire [24:0] o_m;
  addition_normaliser norm1(
    .in_e(i_e),
    .in_m(i_m),
    .out_e(o_e),
    .out_m(o_m)
  );
  assign out[31] = o_sign;
  assign out[30:23] = o_exponent;
  assign out[22:0] = o_mantissa[22:0];
  always @ (*) begin
    i_e = 0;
    i_m = 0;
    a_sign = a[31];
    if(a[30:23] == 0) begin  
        a_exponent = 8'b00000000;
        a_mantissa = {1'b0, a[22:0]};
    end else begin  
        a_exponent = a[30:23];
        a_mantissa = {1'b1, a[22:0]};  
    end
    b_sign = b[31];
    if(b[30:23] == 0) begin  
        b_exponent = 8'b00000000;
        b_mantissa = {1'b0, b[22:0]};
    end else begin  
        b_exponent = b[30:23];
        b_mantissa = {1'b1, b[22:0]};  
    end
    if ((a_exponent == 8'd0 && a_mantissa == 24'd0) && (b_exponent == 8'd0 && b_mantissa == 24'd0)) begin
        o_sign = 1'b0;
        o_exponent = 8'd0;
        o_mantissa = 25'd0;
    end
    else if ((a_exponent == 8'd255 && a_mantissa != 24'd0) || (b_exponent == 8'd0 && b_mantissa == 24'd0)) begin  
        o_sign = a_sign;
        o_exponent = a_exponent;
        o_mantissa = {1'b0, a_mantissa};
    end
    else if ((b_exponent == 8'd255 && b_mantissa != 24'd0) || (a_exponent == 8'd0 && a_mantissa == 24'd0)) begin  
        o_sign = b_sign;
        o_exponent = b_exponent;
        o_mantissa = {1'b0, b_mantissa};
    end
    else if ((a_exponent == 8'd255) || (b_exponent == 8'd255)) begin  
        o_sign = a_sign ^ b_sign;
        o_exponent = 8'd255;
        o_mantissa = 25'd0;
    end
    else begin  
        if (a_exponent == b_exponent) begin  
            o_exponent = a_exponent;
            if (a_sign == b_sign) begin  
                o_mantissa = a_mantissa + b_mantissa;
                o_mantissa[24] = 1;  
                o_sign = a_sign;
            end else begin  
                if(a_mantissa >= b_mantissa) begin
                    o_mantissa = a_mantissa - b_mantissa;
                    o_sign = a_sign;
                end else begin
                    o_mantissa = b_mantissa - a_mantissa;
                    o_sign = b_sign;
                end
            end
        end else begin  
            if (a_exponent > b_exponent) begin
                o_exponent = a_exponent;
                o_sign = a_sign;
                diff = a_exponent - b_exponent;
                tmp_mantissa = b_mantissa >> diff;
                if (a_sign == b_sign)
                    o_mantissa = a_mantissa + tmp_mantissa;
                else
                    o_mantissa = a_mantissa - tmp_mantissa;
            end else begin  
                o_exponent = b_exponent;
                o_sign = b_sign;
                diff = b_exponent - a_exponent;
                tmp_mantissa = a_mantissa >> diff;
                if (a_sign == b_sign)
                    o_mantissa = b_mantissa + tmp_mantissa;
                else
                    o_mantissa = b_mantissa - tmp_mantissa;
            end
        end
        if(o_mantissa[24] == 1) begin  
            o_exponent = o_exponent + 1;
            o_mantissa = o_mantissa >> 1;
        end else if((o_mantissa[23] != 1) && (o_exponent != 0)) begin  
            i_e = o_exponent;
            i_m = o_mantissa;
            o_exponent = o_e;
            o_mantissa = o_m;
        end
    end
  end
endmodule 
module addition_normaliser(in_e, in_m, out_e, out_m);
  input [7:0] in_e;
  input [24:0] in_m;
  output reg [7:0] out_e;
  output reg [24:0] out_m;
  always @ ( * ) begin
    if      (in_m[23:22] == 2'b01) begin out_e = in_e - 1;  out_m = in_m << 1;  end
    else if (in_m[23:21] == 3'b001) begin out_e = in_e - 2;  out_m = in_m << 2;  end
    else if (in_m[23:20] == 4'b0001) begin out_e = in_e - 3;  out_m = in_m << 3;  end
    else if (in_m[23:19] == 5'b00001) begin out_e = in_e - 4;  out_m = in_m << 4;  end
    else if (in_m[23:18] == 6'b000001) begin out_e = in_e - 5;  out_m = in_m << 5;  end
    else if (in_m[23:17] == 7'b0000001) begin out_e = in_e - 6;  out_m = in_m << 6;  end
    else if (in_m[23:16] == 8'b00000001) begin out_e = in_e - 7;  out_m = in_m << 7;  end
    else if (in_m[23:15] == 9'b000000001) begin out_e = in_e - 8;  out_m = in_m << 8;  end
    else if (in_m[23:14] == 10'b0000000001) begin out_e = in_e - 9;  out_m = in_m << 9;  end
    else if (in_m[23:13] == 11'b00000000001) begin out_e = in_e - 10; out_m = in_m << 10; end
    else if (in_m[23:12] == 12'b000000000001) begin out_e = in_e - 11; out_m = in_m << 11; end
    else if (in_m[23:11] == 13'b0000000000001) begin out_e = in_e - 12; out_m = in_m << 12; end
    else if (in_m[23:10] == 14'b00000000000001) begin out_e = in_e - 13; out_m = in_m << 13; end
    else if (in_m[23:9]  == 15'b000000000000001) begin out_e = in_e - 14; out_m = in_m << 14; end
    else if (in_m[23:8]  == 16'b0000000000000001) begin out_e = in_e - 15; out_m = in_m << 15; end
    else if (in_m[23:7]  == 17'b00000000000000001) begin out_e = in_e - 16; out_m = in_m << 16; end
    else if (in_m[23:6]  == 18'b000000000000000001) begin out_e = in_e - 17; out_m = in_m << 17; end
    else if (in_m[23:5]  == 19'b0000000000000000001) begin out_e = in_e - 18; out_m = in_m << 18; end
    else if (in_m[23:4]  == 20'b00000000000000000001) begin out_e = in_e - 19; out_m = in_m << 19; end
    else if (in_m[23:3]  == 21'b000000000000000000001) begin out_e = in_e - 20; out_m = in_m << 20; end
    else begin out_e = in_e; out_m = in_m; end  
  end
endmodule
[/design/flow/run.sh]
#!/bin/bash
# OpenROAD 26Q1-2900-gdf79404cd8, Yosys 0.63+post, stock flow scripts
make -C /OpenROAD-flow-scripts/flow DESIGN_CONFIG=/design/flow/config.mk WORK_HOME=/design/flow/orfs finish
[/design/flow/config.mk]
export PLATFORM = sky130hd
export DESIGN_NAME = fp_add
export DESIGN_NICKNAME = fp_add
export VERILOG_FILES = /design/flow/design.v
export SDC_FILE = /design/flow/constraint.sdc
export NUM_CORES = 4
export LEC_CHECK = 1
export CORE_UTILIZATION = 40
[/design/flow/constraint.sdc]
current_design fp_add

set clk_period 66.4
set clk_io_pct 0.2

create_clock -name clk0 -period $clk_period

set non_clock_inputs [all_inputs -no_clocks]
set_input_delay [expr $clk_period * $clk_io_pct] -clock clk0 $non_clock_inputs
set_output_delay [expr $clk_period * $clk_io_pct] -clock clk0 [all_outputs]
==> out/results.ini <==
[route]
num_vias=22200
routed_wirelength_um=94000
drc=0
drt_iter0_markers=3072
firstDrtPassIters=6
viasPerCell=7.38
routedWlPerCell_um=31.2
antenna_left=0

[logic_synthesis]
synthTopCellsByArea=ha_1 10%, a21oi_1 6.5%, o21ai_0 6.4%
ys_types=98
ys_sh_adder_pct=11.0
ys_area_um2=16000
yosysWarnings=2
synth.cellmix.compoundShare_pct=42.3
syn_avg_cell_area_um2=6.39
top_area_cell=ha_1
ys_sh_simple_pct=26.6
synth_cells=2497
top_area_share_pct=10.2
synth_seq_share_pct=0
synth_area_um2=16000
ys_sh_mux_pct=7.65
ys_cells=2497
ys_sh_xor_pct=4.45
logic_family=AND-OR/OR-AND gates
yosysMostFrequentCell=nand2_1
common_cells=260 x nand2_1, 227 x nor2_1, 206 x a21oi_1, 205 x o21ai_0, 147 x clkbuf_1

[floorplanning]
die_y_um=202
num_rows=72
dieWidth_um=202
core_area_um2=39000
die_area_um2=40700
ios=96
fp_util_pct=40.9

[critical_path]
cp-end-kind=primary output
slowest_stage=a2111oi_0
critPathMaxFanout=69
critPathMaxStageDelay_ns=0.95
critPathKind=in -> out
cp_data_arrival_time_ns=26.51
crit_required_ns=53.12
start_kind=input port

[sta]
slew_headroom_pct=17.9
hold-worst-slack_ns=27.67
setup_violations=0
fin_crit_ns=39.79
fin_tns_setup_ns=0
rsz0062_at_grt=false
fmax_mhz=25.1
setup_ws_ns=26.61
drv_slew=0
hold_viol_final=0
fin_crit_sh_pct=59.9
worst_slew_pin_slew_ns=1.20

[worst_hold_path]
min_path_cells=4
min_to=out[23]
min-delay-start=a[23]
min_path_type=in -> out

[global_route]
antenna_found_initial=1
grt_max_degree=70
grt_usage_pct=45.7
grt_pass1_wl_um=138000
overflow=0
grt_pass1_vias=20500

[cts]
post_cts_resized=0
post_cts_buffers=0
hold_buffers=0

[finish]
fin_cells=3015
area_delta_synth_final_pct=9.84
design.seq.count=0
seq_area_um2=0
final_cell_area_um2=17500
nClkBuffers=0
drive_gt1_share_pct=7.50
fillers=4052

[placement]
hpwl_um=72100
gp_congestion=1.14
post-place-ws_ns=26.94
dp.cells=3012
dpl-instance-area_um2=17500
io_buffers=96

[status]
run_status=finished clean

[power]
p_int_mw=0.387
ir_worst_vdd_mv=0.0330
switching_share_pct=65.8
power_switching_mw=0.746
power_density_nw_per_um2=64.7
leakagePower_nw=6.97

[run]
cap_violations=0
tool_warnings=99

-- critical path: cells and delay by family --
| kind | cells | cell delay [ns] |
|---|---|---|
| AND-OR/OR-AND | 14 | 3.47 |
| multiplexers | 3 | 1.18 |
| AND/OR/NAND/NOR | 17 | 5.62 |
| adder cells (fa/ha/maj) | 4 | 1.18 |
| buffers and inverters | 4 | 1.76 |
-- cells by family (layout without fill, tap and decap cells) --
kind of cell | count (synthesis) | after routing
other | 0 | 3
adder cells (fa/ha/maj) | 136 | 136
AND-OR/OR-AND | 998 | 998
AND/OR/NAND/NOR | 877 | 877
multiplexers | 89 | 89
XOR/XNOR | 81 | 81
buffers and inverters | 316 | 313
-- cell usage in the layout (no fill, tap or decap), drive strengths merged, types with 16 or more instances in the layout --
cell and n:
a2111oi 23, a211oi 53, a21o 42, a21oi 211, a221oi 38, a22oi 28
a31oi 47, and2 23, and3 16, buf 96, clkdlybuf4s50 96, ha 130
inv 121, mux2i 51, mux4 23, nand2 260, nand2b 26, nand3 76
nand4 38, nor2 231, nor2b 17, nor3 73, nor4 35, o2111ai 16
o211ai 51, o21a 17, o21ai 224, o221ai 49, o22ai 43, or3 30
or4 16, xnor2 60, xor2 21
-- metrics by stage --
step,power (mW),utilization (%)
floorplan,0.632,-
global route,1.18,44.9
global placement,1.08,44.9
CTS,1.07,44.9
finish,1.13,44.9
detailed placement,1.07,44.9
-- layer usage --
| layer | up-vias | wire length [um] | track usage [%] | part of all wire [%] |
|---|---|---|---|---|
| met5 | - | 0 | 0 | 0 |
| met4 | 0 | 8040 | 29.5 | 8.6 |
| met3 | 507 | 11900 | 12.5 | 13 |
| met2 | 1940 | 40700 | 70.6 | 43 |
| met1 | 10200 | 33400 | 55.8 | 35 |
| li1 | 9607 | - | - | - |
-- cell type report --
type               count  area [um^2]  share of cell area, %
diodes                 3         7.51                 0.0428
repair buffers       192         1680                   9.60
well taps            518          648                   3.70
inverters            121          454                   2.59
multi-input cells   2181        14700                   84.1
-- power groups by stage --
stage | registers (mW) | logic, mW | clock network (mW)
4_1_cts | 0 | 1.07 | 0
5_1_grt | 0 | 1.18 | 0
-- how the worst max path moves through the flow --
stage	slack, ns	from	to
CTS	26.93	a[23]	out[14]
global route	25.86	a[23]	out[12]
finish	26.61	a[23]	out[14]
Power is estimated from default activity; no workload was simulated.
